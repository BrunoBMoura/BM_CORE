$ cat /design/flow/design.v
module Register_bank
#(
	parameter ADDR_WIDTH = 5, 
	parameter INTRPT_WIDTH = 6,
	parameter DATA_WIDTH = 32,
	parameter SIGNAL_WIDTH = 2
)
(
	input write_flag, clk_write, hlt, jal, read_shift_enabler, write_shift_enabler,	
	input [(SIGNAL_WIDTH-1):0] pc_operation,
	input [(INTRPT_WIDTH-1):0] intrpt,
	input [(DATA_WIDTH-1):0] PC, PROC_PC,
	input [(ADDR_WIDTH-1):0] write_address, read_address_1, read_address_2,
	input [(DATA_WIDTH-1):0] data_write,
	output [(DATA_WIDTH-1):0] data_1, data_2, data_3, 
	output [(DATA_WIDTH-1):0] value_address
);	
	reg [(DATA_WIDTH-1):0] rb[(2*(DATA_WIDTH)-1):0];
	always @ ( posedge clk_write ) 
	begin	
		if( jal ) 
		begin
			rb[ 5'b11111 + ( DATA_WIDTH * write_shift_enabler ) ] <= PC + 1'b1;
		end			
		else if( write_flag ) 
		begin
			rb[ write_address + ( DATA_WIDTH * write_shift_enabler ) ] <= data_write;
		end
		if( intrpt )
		begin
			rb[ 5'b11100 ] <= intrpt;
		end
		else if ( pc_operation == 2'b01)
		begin
			rb[ 5'b11100 ] <= PROC_PC;
		end
	end
	assign data_1 = rb[ read_address_1 + ( DATA_WIDTH * read_shift_enabler ) ];
	assign data_2 = rb[ read_address_2 + ( DATA_WIDTH * read_shift_enabler ) ];
	assign data_3 = rb[ write_address + ( DATA_WIDTH * read_shift_enabler ) ];
	assign value_address = (hlt) ? rb[read_address_1 + ( DATA_WIDTH * read_shift_enabler ) ] : 32'b0;
endmodule 
$ cat /design/flow/config.mk
export PLATFORM = sky130hd
export DESIGN_NAME = Register_bank
export DESIGN_NICKNAME = Register_bank
export VERILOG_FILES = /design/flow/design.v
export SDC_FILE = /design/flow/constraint.sdc
export NUM_CORES = 4
export LEC_CHECK = 1
export CORE_UTILIZATION = 50
$ cat /design/flow/constraint.sdc
current_design Register_bank

set clk_period 14.0
set clk_io_pct 0.2

create_clock -name clk0 -period $clk_period [get_ports {clk_write}]

set non_clock_inputs [all_inputs -no_clocks]
set_input_delay [expr $clk_period * $clk_io_pct] -clock clk0 $non_clock_inputs
set_output_delay [expr $clk_period * $clk_io_pct] -clock clk0 [all_outputs]
$ cat /design/flow/run.sh
#!/bin/bash
# OpenROAD 26Q1-2900-gdf79404cd8, Yosys 0.63+post, stock flow scripts
make -C /OpenROAD-flow-scripts/flow DESIGN_CONFIG=/design/flow/config.mk WORK_HOME=/design/flow/orfs finish
==> metrics.cfg <==
[logic_synthesis]
syn-cell-area_mm2 = 0.112
synthesis.instances = 6690
netlist-cell-type-count = 73
ys.warnings.count = 1
synth_flops = 2048
synthesis.area_per_instance_um2 = 16.8
synthArstFlopShare_pct = 0
synth.yosys.chip_area_mm2 = 0.112
synth-cells-yosys = 6690
synth-seq-area-share_pct = 54.8
enable_flop_cells = 2048
ff_type = edfxtp_1

[final_timing]
max_transition_margin_pct = -42.0
hold_viol = 0
final.hold.worst_slack_ps = 2620
setup_tns_ps = 0
setup_viol = 0
period_used_pct = 79.1
timing_max_transition_violations_final = 40
grt_setup_unrepaired = no
tightestPinTransition_ps = 2130
achievable_clock_frequency_mhz = 90.3
period_minus_slack_ps = 11070

[setup_path]
crit_path_frequent_cell = buf_4
endpoint_kind = output pin
crit_family = buffers and inverters
path_buffers = 6
critical_path_depth = 11
crit_fanout = 43
cp.required_ps = 11200
critPathSlowestCell = nor4_1
setup_cp_type = primary input to output pin
setup.worst_path.start_class = primary input
worst_setup_path_endpoint = data_1[21]
startpoint = read_address_1[0]
cp_data_arrival_time_ps = 8270
critical_path.cell_chain = buf_8 -> buf_4 -> buf_4 -> buf_4 -> mux4_2 -> a22oi_1 -> nand2_1 -> nor4_1 -> buf_4 -> a31oi_1 -> clkdlybuf4s50_1
crit_path_max_incr_delay_ps = 1030

[power]
power_frac_clock_pct = 40.2
p_per_area_mw_per_mm2 = 117
vdd.ir_drop.worst_mv = 0.144
fraction_of_power_spent_switching_nets_pct = 25.8
power_frac_seq_pct = 46.0
p_int_uw = 11100
power.net_switching_uw = 3860
power.leakage_uw = 0.0404
pwr-share-comb_pct = 13.7

[drt]
detailroute.via_count = 76800
drt.antenna.violating_nets = 0
drc = 0
viasPerCell = 7.51
detail_route.iter0.violations = 6562
detail_route.first_pass.iterations = 7
drt-total-wl_um = 478000
routed_wire_length_per_instance_um = 46.7

[flow_run]
max_cap_viol_count = 2
warning_count = 27

[floorplan]
design.portCount = 253
fp.dieArea_mm2 = 0.226
dieHeight_um = 476
coreArea_mm2 = 0.223
floorplan.core_util_pct = 50.4
floorplan.die.width_um = 476
std_cell_rows = 173

[placed_design]
place.port_buffers = 252
globalplace.congestion = 1.02
detailed_place_hpwl_um = 307000
place_inst = 9716

[clock_tree]
clk_pin_slew_ps = 60
master_cell_of_the_clock_root_buffer = clkbuf_16
cts.hold.buffers_added = 0
clk_path_buf_depth = 3
clock_sink_count = 2048
cts.repair_timing.setup_buffer_count = 0
tritoncts = yes
cts-resized-gates = 0
number_of_cts_inserted_buffers = 223
cts_htree_levels = 4

[hold_path]
min_path_type = primary input to flip-flop
holdPathStages = 3

[grt]
grtUsageMet1_pct = 52.1
gr-max-usage-layer = met2
grt_overflow = 0
grt_use_met2_pct = 59.0
grt_first_pass_wirelength_um = 652000
antenna_found_initial = 49
grt_max_degree = 95
gr-usage-met3_pct = 45.8
grt_pass1_vias = 82000
tot_gr_track_use_pct = 47.7

[run_status]
failed_checks = max-capacitance violations, max-slew violations
run_status = finished with violations

[layout]
drive_gt1_share_pct = 37.4
synthToLayoutAreaGrowth_pct = 14.0
layout.cells.non_filler = 10200
largest-register = rb
top_regs = rb x2048
largest_reg_flops = 2048

==> cells by family after synthesis <==
family / Yosys count / synth area share, %
AOI/OAI and AO/OA: 1324 / 8.12
buffers and inverters: 633 / 2.42
muxes: 1969 / 31.4
and+or+nand+nor: 703 / 3.20
xor gates and xnor gates: 12 / 0.0936
DFF: 2048 / 54.8
adders and majority gates: 1 / 0.0111
==> cells in the final DEF, fill, tap and decap left out, types with 27 or more instances in the layout <==
| master | instances |
|---|---|
| clkbuf_1 | 43 |
| a21oi_1 | 204 |
| a31oi_1 | 46 |
| a22oi_1 | 419 |
| nor2_1 | 63 |
| nor2_4 | 81 |
| o22ai_1 | 271 |
| clkbuf_16 | 229 |
| edfxtp_1 | 2048 |
| mux2i_1 | 238 |
| clkinv_1 | 45 |
| bufinv_16 | 30 |
| nand3_1 | 58 |
| clkdlybuf4s50_1 | 239 |
| nor2b_1 | 94 |
| mux2_2 | 546 |
| buf_4 | 412 |
| diode_2 | 102 |
| clkinv_2 | 45 |
| o21ai_0 | 35 |
| a211oi_1 | 173 |
| mux4_2 | 1185 |
| nor3_1 | 90 |
| or4_1 | 27 |
| nand2_1 | 142 |
==> layout make-up <==
| cell class | instances | area, µm² |
|---|---|---|
| diodes | 102 | 255 |
| clock buffers | 272 | 5890 |
| clock inverters | 138 | 1450 |
| fillers | 16500 | 94800 |
| inverters | 7 | 26.3 |
| multi-input cells | 4009 | 49200 |
| flip-flops and latches | 2048 | 61500 |
| well taps | 2975 | 3720 |
| repair buffers | 678 | 5920 |
==> power by group through the flow <==
| stage | Combinational [µW] | Sequential [µW] | Clock [µW] |
|---|---|---|---|
| 4_1_cts | 1970 | 6900 | 6070 |
| 6_report | 2060 | 6900 | 6030 |
| 5_1_grt | 2110 | 6910 | 6270 |
==> worst min-delay path by stage <==
stage,start,end,slack (ps)
after CTS,PROC_PC[16],rb[28][16],2570
after global routing,PROC_PC[16],rb[28][16],2610
final,PROC_PC[29],rb[28][29],2620
==> cell usage after synthesis, types with 4 or more instances <==
cell type | number | area, µm²
a211oi_1 | 173 | 1300
a21oi_1 | 206 | 1030
a221oi_1 | 18 | 158
a222oi_1 | 10 | 100
a22o_1 | 5 | 43.8
a22oi_1 | 419 | 3150
a311oi_1 | 27 | 236
a31o_2 | 5 | 43.8
a31oi_1 | 51 | 319
and2_1 | 9 | 56.3
and3_1 | 6 | 37.5
and4_1 | 5 | 43.8
buf_1 | 112 | 420
buf_2 | 169 | 846
buf_4 | 12 | 90.1
clkbuf_1 | 324 | 1220
clkbuf_8 | 7 | 96.3
edfxtp_1 | 2048 | 61500
inv_1 | 6 | 22.5
mux2_2 | 546 | 6150
mux2i_1 | 238 | 2380
mux4_2 | 1185 | 26700
nand2_1 | 145 | 544
nand2b_1 | 18 | 113
nand3_1 | 58 | 290
nand4_1 | 11 | 68.8
nor2_1 | 145 | 544
nor2b_1 | 103 | 644
nor3_1 | 93 | 465
nor4_1 | 42 | 263
o211a_1 | 19 | 190
o211ai_1 | 19 | 143
o21ai_0 | 45 | 225
o21bai_1 | 5 | 37.5
o221ai_1 | 12 | 105
o22ai_1 | 271 | 1700
o2bb2ai_1 | 9 | 78.8
o31ai_1 | 6 | 45.0
or2_2 | 7 | 43.8
or3_1 | 17 | 106
or4_1 | 27 | 203
xnor2_1 | 8 | 70.1
xor2_1 | 4 | 35.0
==> routing by layer <==
layer	share of wire [%]	wire (µm)	up-vias
met4	6.9	33100	121
met5	1.2	5940	-
met1	28	132000	38100
met2	41	197000	7393
li1	-	-	29800
met3	23	110000	1454
==> per-stage QoR <==
step	utilization [%]	area [µm²]	power, µW	setup WS, ps
floorplan	-	112000	8070	6490
global placement	54.0	120000	8990	3030
detailed placement	54.0	120000	8990	3170
CTS	57.3	128000	14900	3160
global route	57.4	128000	15300	2700
finish	57.5	128000	15000	2930
Power and IR drop assume default switching activity.
